File: flow/design.v
module RS232 (
    input         avm_rst,
    input         avm_clk,
    output  [4:0] avm_address,
    output        avm_read,
    input  [31:0]  avm_readdata,
    output        avm_write,
    output [31:0]  avm_writedata,
    input         avm_waitrequest,
    output [7:0] user_data,
    output       read_finished,
    input  [7:0] computer_data,
    input        ready_to_send
);
localparam RX_BASE     = 0*4;
localparam TX_BASE     = 1*4;
localparam STATUS_BASE = 2*4;
localparam TX_OK_BIT   = 6;
localparam RX_OK_BIT   = 7;
localparam S_READ_READY = 0;
localparam S_GET_DATA = 1;
localparam S_WAIT_WRITE = 2;
localparam S_SEND_DATA = 3;
logic [2:0] state_r, state_w;
logic [4:0] avm_address_r, avm_address_w;
logic avm_read_r, avm_read_w, avm_write_r, avm_write_w;
logic [7:0] data_r,data_w;
logic [7:0] in_data_r,in_data_w;
logic  finish_r,finish_w;
assign avm_address = avm_address_r;
assign avm_read = avm_read_r;
assign avm_write = avm_write_r;
assign avm_writedata = data_r[7:0];
assign user_data = in_data_r;
assign read_finished = finish_r;
always_comb begin
	 state_w = state_r;
    avm_read_w = avm_read_r;
    avm_write_w = avm_write_r;
    data_w = data_r;
    in_data_w = in_data_r;
    avm_address_w = avm_address_r;
	 finish_w = finish_r;
    case(state_r)
        S_GET_DATA: begin
            avm_read_w = 1;
            avm_write_w = 0;
            if(!avm_waitrequest) begin
                if (avm_readdata[RX_OK_BIT] && (avm_address_r == STATUS_BASE)) begin
                    state_w = state_r;
                    avm_address_w = RX_BASE;
                    in_data_w = in_data_r;
                    data_w = data_r;
                end
                else if (avm_address_r == RX_BASE) begin
                 	  finish_w = 1;
                    state_w = S_WAIT_WRITE;
                    avm_address_w = STATUS_BASE;
                    data_w = avm_readdata[7:0];
                    in_data_w = avm_readdata[7:0];
                end
                else begin
                    state_w = state_r;
                    avm_address_w = avm_address_r;
                    data_w = data_r;
                    in_data_w = in_data_r;
                    avm_read_w = avm_read_r;
                    avm_write_w = avm_write_r;
                end
            end
            else begin
                state_w = state_r;
                avm_address_w = avm_address_r;
                in_data_w = in_data_r;
                data_w = data_r;
                avm_read_w = avm_read_r;
                avm_write_w = avm_write_r;
            end
		end
      S_WAIT_WRITE:begin
            if(ready_to_send == 1)begin
                state_w = S_SEND_DATA;
            end
        end
		S_SEND_DATA: begin
            avm_read_w = 1;
            avm_write_w = 0;
            if(!avm_waitrequest) begin
                if(avm_readdata[TX_OK_BIT] && (avm_address_r == STATUS_BASE))begin
                    state_w = state_r;
                    avm_address_w = TX_BASE;
                    avm_read_w = 0;
                    avm_write_w = 1;
                end
                else if (avm_address_r == TX_BASE) begin
                    state_w = S_GET_DATA;
						  data_w = computer_data;
                    avm_address_w = STATUS_BASE;
                    avm_read_w = 1;
                    avm_write_w = 0;
                end
                else begin
                    state_w = state_r;
                    avm_address_w = avm_address_r;
                    avm_read_w = avm_read_r;
                    avm_write_w = avm_write_r;
                end 
            end
            else begin
                state_w = state_r;
                avm_address_w = avm_address_r;
                avm_read_w = avm_read_r;
                avm_write_w = avm_write_r;
            end
        end
        default: begin
            state_w = state_r;
            avm_read_w = avm_read_r;
            avm_write_w = avm_write_r;
            in_data_w = in_data_r;
            data_w = data_r;
            avm_address_w = avm_address_r;
        end
	endcase
end
always_ff @(posedge avm_clk or negedge avm_rst) begin
    if (!avm_rst) begin
        data_r          <= 8'b0;
        in_data_r       <= 8'b0;
        finish_r        <= 0;
        avm_address_r   <= STATUS_BASE;
        avm_read_r      <= 1;
        avm_write_r     <= 0;
        state_r         <= S_GET_DATA;
    end 
    else begin
        data_r          <= data_w;
        in_data_r       <= in_data_w;
        finish_r        <= finish_w;
        avm_address_r   <= avm_address_w;
        avm_read_r      <= avm_read_w;
        avm_write_r     <= avm_write_w;
        state_r         <= state_w;
    end
end
endmodule
File: flow/run.sh
#!/bin/bash
# OpenROAD 26Q1-2900-gdf79404cd8, Yosys 0.63+post, stock flow scripts
make -C /OpenROAD-flow-scripts/flow DESIGN_CONFIG=/design/flow/config.mk WORK_HOME=/design/flow/orfs finish
File: flow/config.mk
export PLATFORM = sky130hd
export DESIGN_NAME = RS232
export DESIGN_NICKNAME = RS232
export VERILOG_FILES = /design/flow/design.v
export SDC_FILE = /design/flow/constraint.sdc
export NUM_CORES = 4
export LEC_CHECK = 1
export CORE_AREA = 10 10 109 109
export DIE_AREA = 0 0 119 119
File: flow/constraint.sdc
current_design RS232

set clk_period 3.9
set clk_io_pct 0.2

create_clock -name clk0 -period $clk_period [get_ports {avm_clk}]

set non_clock_inputs [all_inputs -no_clocks]
set_input_delay [expr $clk_period * $clk_io_pct] -clock clk0 $non_clock_inputs
set_output_delay [expr $clk_period * $clk_io_pct] -clock clk0 [all_outputs]
==> results_slide.txt <==
Physical Implementation Snapshot

Status
  • Status: completed

Clock tree
  • Postcts setup bufs: 0
  • Root Driver: clkbuf_8
  • Maximum clock insertion buffer count: 2
  • CTS tree: built
  • CTS Sinks: 23
  • Hold-fix buffers at CTS: 0
  • Late-Pin Clk Latency: 0.27 ns
  • CTS clk-pin slew, worst paths: 0.10 ns
  • Clock H-tree levels: 1
  • CTS resizes: 0
  • Num CTS Buffers: 3

Routing
  • Total Routed Length: 3.55 mm
  • Routed Antenna Nets: 0
  • Via/cell ratio: 2.99
  • DR WL/cell: 12.3 um
  • N_diodes: 0
  • Iteration tally of the first detailed-router pass: 2
  • Starting DRT DRC Count: 20
  • Total number of vias: 860
  • # DRC: 0

Yosys
  • Post-synth cell types: 32
  • Area leader, netlist: dfrtp_1
  • Ys flop type: dfrtp_1
  • Flip-flops with a built-in enable: 0
  • Asr flop ratio synth: 1.00
  • Top cell area share: 0.382
  • Synth Cell Area: 1310 um^2
  • Ys flops: 23
  • Post-Synthesis Mean Instance Area: 11.4 um^2
  • Chip Area, Yosys: 1310 um^2
  • Synth warn: 1
  • Seq share, synth: 0.442
  • Post-Synthesis Cells: 115
  • Cell area leaders: dfrtp_1, buf_4, mux2_4, mux2i_1, dfstp_2
  • Yosys Instances: 115

Cells and area
  • Total area of sequential cells: 579 um^2
  • Final cell count without fillers: 288
  • Fill cells: 1079
  • Layout cell share with drive strength beyond 1: 0.148
  • Area delta synth->final: 35.7%
  • Comb area: 563 um^2

Timing
  • WHS: 0.481 ns
  • Fin crit share: 0.550
  • Final hold violations: 0
  • Max Clk Rate: 0.466 GHz
  • Post-Route Setup TNS: 0 ns
  • Skew final: 0.00729 ns
  • Final setup viols: 0
  • Max-slew headroom: 0.629
  • Worst slew pin tran: 0.554 ns
  • RSZ-0062 raised after global routing: false
  • Fin. max-slew vios: 0
  • Tmin final: 2.15 ns

Critical path
  • Crit-path cells: clkdlybuf4s50_1
  • Startpoint types: flop
  • CP Capture Type: output pin
  • Top delay family on crit path: flip-flops
  • Critical Path Fanout Max: 7
  • CP peak stage delay: 0.60 ns
  • Setup CP Type: flop to output pin
  • Worst EP arrival: 1.37 ns
  • WP data required: 3.12 ns
  • Worst path slowest cell: dfstp_2
  • Worst path bufs/invs: 1

Global routing
  • Global-route wire length before repair: 5.48 mm
  • Vias in the first global route: 949
  • Initial antenna violation count: 0
  • GRT overflow: 0
  • Global-route usage over all layers: 0.0483
  • Largest net degree at the start of global routing: 24

Run
  • MaxCap Viol Count: 0
  • Tool Warnings: 49

Pwr
  • Leak: 0.747 nW
  • Worst vdd ir: 0.0758 mV
  • Pwr per Cell Area: 245 nW/um^2

Die
  • Init Core Util: 0.136
  • Die width: 119 um
  • Die ar.: 14200 um^2
  • IO Pins: 92
  • Core footprint: 9640 um^2
  • Core Rows: 36
  • Die Y: 119 um

Placed design
  • PortBufs: 40
  • Dpl cells: 284
  • Placer Congestion: 0.689
  • HPWL after DPL: 2.72 mm

Hold path
  • Hold/Removal Path Class: flop to flop
report_power, final:
group	switching, W	leakage, nW	internal (W)
registers	0	0.311	0.000238
logic	0.0000141	0.411	0.0000195
clock network	0.0000910	0.0255	0.0000716
total	0.000105	0.747	0.000330
synth_stat cells (2+ instances only):
cell,instances
a2bb2oi_1,2
buf_6,2
dfstp_2,3
nor3b_1,2
o21ai_1,7
buf_4,28
mux2_4,8
inv_1,2
dfrtp_1,20
nand2_1,11
mux2i_1,8
a21oi_1,2
through the flow:
step	setup slack, ns	area, um^2	power (W)	utilization
finish	1.75	1780	0.000435	0.184
global route	1.68	1780	0.000462	0.184
CTS	1.73	1780	0.000450	0.184
detailed placement	1.51	1730	0.000279	0.180
global placement	1.50	1730	0.000279	0.180
floorplan	2.17	1410	0.000267	-
registers in the layout (all words and copies together) (netlist names):
signal	cells
in_data_r	8
state_r	3
data_r	8
avm_address_r	2
avm_read_r	1
finish_r	1
cells in the final DEF (no fill, tap or decap), drive strengths merged:
cell type | synthesis | routed
a21boi | 1 | 1
a21o | 1 | 1
a21oi | 2 | 2
a22o | 1 | 1
a2bb2oi | 2 | 2
a31oi | 1 | 1
and2b | 1 | 1
and3 | 2 | 2
and3b | 1 | 1
buf | 32 | 2
clkbuf | 0 | 3
clkdlybuf4s50 | 0 | 40
clkinv | 0 | 1
conb | 1 | 27
dfrtp | 20 | 20
dfstp | 3 | 3
inv | 2 | 2
mux2 | 8 | 8
mux2i | 8 | 8
nand2 | 11 | 11
nand2b | 1 | 1
nor2 | 2 | 2
nor3b | 3 | 3
o21ai | 10 | 10
o31ai | 1 | 1
or2 | 1 | 1
layer usage:
metal  track usage  wire [um]
met1        0.0709       1780
met5             0          0
met2        0.0716       1570
met3        0.0129        189
met4       0.00534         17
logic make-up (layout without fill, tap and decap cells):
| group | count (synthesis) | count (layout) | synth area share |
|---|---|---|---|
| AND-OR/OR-AND | 19 | 19 | 0.104 |
| buffers and inverters | 34 | 48 | 0.202 |
| flip-flops | 23 | 23 | 0.442 |
| multiplexers | 16 | 16 | 0.153 |
| other | 1 | 27 | 0.00286 |
| AND/OR/NAND/NOR | 22 | 22 | 0.0955 |
area by class of cell:
class	count	share of cell area
Clock inverter	1	0.00281
Tap cell	133	0.0936
Timing Repair Buffer	42	0.234
Clock buffer	3	0.0232
Sequential cell	23	0.326
Multi-Input combinational cell	84	0.317
Inverter	2	0.00422
path summary, 6_finish.rpt:
check	from	end	slack [ns]	cells after the start
max	avm_address_r[3]	avm_address[3]	1.75	1
min	finish_r	finish_r	0.48	1
max reg2reg	state_r[2]	data_r[4]	2.32	5
min reg2reg	finish_r	finish_r	0.48	1
max in group asynchronous	avm_rst	state_r[0]	2.74	2
min in group asynchronous	avm_rst	in_data_r[6]	0.86	2
Power is estimated from default activity; no workload was simulated.
