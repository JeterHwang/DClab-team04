## ./design.v

```verilog
module LCD_datacontroll(
    input   i_clk,
    input   i_start,
    input   i_rst_n,
    input  [7:0] i_LCD_data,
    output [7:0] o_LCD_data,
    output  o_LCD_EN,
    output  o_LCD_RS,
    output  o_LCD_RW,
    output  o_write_fin
);
parameter S_IDLE     = 4'd0;
parameter S_RISE    = 4'd1;
parameter S_HOLD     = 4'd2;
parameter S_FALL     = 4'd3;
logic [3:0] state_r, state_w;
logic [10:0] count_r, count_w;
logic finish_r, finish_w;
assign o_LCD_data   = (state_r == S_IDLE) ? 8'b00000000 : i_LCD_data;
assign o_LCD_EN     = (state_r == S_HOLD) ? 1'b1 : 1'b0;
assign o_LCD_RS     = (state_r == S_IDLE) ? 1'b0 : 1'b1;
assign o_LCD_RW     = (state_r == S_IDLE) ? 1'b0 : 1'b0;
assign o_write_fin  = finish_r;
always_comb begin
    state_w = state_r;
	 count_w = count_r;
	 finish_w = finish_r;
    case(state_r)
        S_IDLE: begin
            finish_w = 1'b0;
				if(i_start) begin
                state_w = S_RISE;
					 count_w = 11'd0;
				end
        end
        S_RISE: begin
            if(count_r == 11'd500)
					state_w     = S_HOLD;
				count_w = count_r + 11'd1;
        end
        S_HOLD: begin
            if(count_r == 11'd1500)
					state_w     = S_FALL;
				count_w = count_r + 11'd1;
		  end
        S_FALL: begin
            if(count_r == 11'd2000) begin
					state_w     = S_IDLE;
					finish_w = 1'b1;
				end
				count_w = count_r + 11'd1;
        end
    endcase    
end
always_ff @(posedge i_clk or negedge i_rst_n) begin
    if(!i_rst_n) begin
        state_r     <= S_IDLE;
		  count_r	  <= 11'd0;
		  finish_r    <= 1'b0;
    end
    else begin
        state_r     <= state_w;
		  count_r	  <= count_w;
		  finish_r    <= finish_w;
    end
end
endmodule
```

## ./config.mk

```make
export PLATFORM = sky130hd
export DESIGN_NAME = LCD_datacontroll
export DESIGN_NICKNAME = LCD_datacontroll
export VERILOG_FILES = /design/flow/design.v
export SDC_FILE = /design/flow/constraint.sdc
export NUM_CORES = 4
export LEC_CHECK = 1
export CORE_AREA = 10 10 79 79
export DIE_AREA = 0 0 89 89
```

## ./constraint.sdc

```tcl
current_design LCD_datacontroll

set clk_period 2.3
set clk_io_pct 0.2

create_clock -name clk0 -period $clk_period [get_ports {i_clk}]

set non_clock_inputs [all_inputs -no_clocks]
set_input_delay [expr $clk_period * $clk_io_pct] -clock clk0 $non_clock_inputs
set_output_delay [expr $clk_period * $clk_io_pct] -clock clk0 [all_outputs]
```

## ./run.sh

```bash
#!/bin/bash
# OpenROAD 26Q1-2900-gdf79404cd8, Yosys 0.63+post, stock flow scripts
make -C /OpenROAD-flow-scripts/flow DESIGN_CONFIG=/design/flow/config.mk WORK_HOME=/design/flow/orfs finish
```

==> impl_metrics.tcl <==
# yosys + openroad results
set metrics [dict create \
    core_region_area_um2 4660 \
    start_kind "input port" \
    drt-total-wl_um 2010 \
    root_buffer "clkbuf_8" \
    p_leak_uw 0.000493 \
    n_fill_cell 492 \
    routed-wl-met2_um 1050 \
    chipArea_um2 7920 \
    cts_buffers 3 \
    fin_worst_skew_ns 0.00533 \
    clk_latency_ns 0.24 \
    drt_iter0_drc 24 \
    setup_ws_ns 0.334 \
    power_density_nw_per_um2 670 \
    die-width_um 89 \
    maxCapViolCount 0 \
    logic_family "simple AND/OR/NAND/NOR gates" \
    ys_sh_mux_pct 1.22 \
    grt-ovfl-total 0 \
    finalSetupViolations 0 \
    grt_max_degree 17 \
    crit_path_top_delay_cell "clkdlybuf4s50_1" \
    die_h_um 89 \
    logic_area_um2 465 \
    end_kind "output pin" \
    mostFrequentLayoutCells "21 x clkdlybuf4s50_1, 15 x dfrtp_1, 11 x nand2_1, 9 x nor2b_1, 9 x o21ai_0" \
    layout_top_cell "clkdlybuf4s50_1" \
    path_cells "clkdlybuf4s50_1 -> nor2b_1 -> clkdlybuf4s50_1" \
    place_congestion 0.772 \
    peakVddDrop_v 0.000189 \
    grt_pass1_wl_um 3310 \
    dp_hpwl_um 1570 \
    antennaDiodeCount 0 \
    slew_violations 0 \
    rr_worst_depth 4 \
    cts_tree "built" \
    path_common_cell "clkdlybuf4s50_1" \
    wl_met3_um 31 \
    critPathKind "in -> out" \
    ant_nets 0 \
    synth_seq_share_pct 43.4 \
    top_area_cell "dfrtp_1" \
    outcome "completed" \
    max_freq_ghz 0.509 \
    crit_buf_inv 2 \
    ys_ff 16 \
    gr-usage-all-layers_pct 5.06 \
    netlist_instances 101 \
    synth.avg_cell_area_um2 9.15 \
    drive_gt1_share_pct 9.76 \
    yosys_cells 101 \
    rows 25 \
    synth_chip_area_um2 925 \
    hp-class "reg -> reg" \
    placed_area_um2 1190 \
    fin_crit_ns 1.97 \
    grt_pass1_vias 756 \
    cts_buffer_depth 2 \
    drtPass1Iterations 3 \
    postCtsSetupRepairBufs 0 \
    drt-met1-wl_um 892 \
    fp-utilization_pct 19.8 \
    clkSinkCount 16 \
    synthAdderAreaFrac_pct 2.71 \
    hold_viol_final 0 \
    synthAoiAreaFrac_pct 10.1 \
    rsz0062_at_grt "no" \
    highest_layer "met4" \
    crit_family "buffers and inverters" \
    slowest_delay_ns 0.48 \
    vias 743 \
    path_max_fanout 1 \
    synthToLayoutAreaGrowth_pct 33.2 \
    crit_arrival_ns 1.51 \
    regArea_um2 402 \
    critical_path_required_ns 1.84 \
    yosysUniqueCellTypes 32 \
    synthTopCellsByArea "dfrtp_1 41%, nor2b_1 6.1%, o21ai_0 4.9%, nand2_1 4.5%, or3_1 4.1%" \
    simple_gate_area_share_pct 33.0 \
    whs_path_depth 2 \
    post_cts_resized 0 \
    yosys.area.top_type_share_pct 40.6 \
    clk_pin_slew_ns 0.06 \
    remaining_drc_errors 0 \
    wl_per_cell_um 11.3 \
    antenna_found_initial 0 \
    finalSetupTns_ns 0 \
    cp.depth 3 \
    dp_slack_ns 0.316 \
    vias_per_cell 4.20 \
    final_area_um2 1230 \
    hold_buffers 0 \
    tool_warnings 26 \
    synth_warnings 1 \
    synth_area_um2 925 \
    io_buffers 21 \
    fin_crit_sh_pct 85.5 \
    pin_count 23 \
    h-tree-depth 1 \
    yosys.area_share.xor_xnor_pct 2.84 \
    p_total_uw 825 \
]
==> layer usage <==
layer | vias to the layer above | GRT usage [%]
li1 | 396 | -
met1 | 341 | 6.58
met2 | 4 | 8.64
met3 | 2 | 0.643
met4 | 0 | 1.45
met5 | - | 0
==> cells in the mapped netlist <==
cell type / count
nor4_1: 3
nor2_1: 3
conb_1: 1
mux2_2: 1
dfrtp_1: 15
ha_1: 2
or2b_2: 1
or4_1: 1
nor3_1: 1
nor2b_1: 9
and4_4: 1
nand4_1: 3
and2_1: 1
a22o_1: 1
nand3_1: 2
nand4_4: 1
dfstp_2: 1
o21ai_1: 1
or3_1: 6
buf_1: 1
buf_6: 1
nand3_2: 2
clkbuf_1: 1
nand2_1: 11
nand4bb_1: 2
buf_2: 1
nand4b_1: 1
a21oi_1: 7
xor2_1: 3
o21ai_0: 9
inv_1: 7
buf_4: 1
==> through the flow <==
step                      hold slack (ns)  std cells  utilization, %
after detailed placement            0.496        173            25.4
after global placement              0.497        173            25.4
after global routing                0.549        177            26.4
final                               0.502        177            26.4
after CTS                           0.511        177            26.4
after floorplan                     0.164        101               -
==> tightest hold or removal path: cells and delay by family (launching register included) <==
| family | cells | cell delay [ns] |
|---|---|---|
| DFF | 1 | 0.34 |
| AOI/OAI and AO/OA | 1 | 0.08 |
| and+or+nand+nor | 1 | 0.06 |
==> state kept, by name, summed over array words and instances, names as in the netlist <==
register  cells
state_r       4
count_r      11
finish_r      1
==> layout make-up <==
class                           count  share of cell area (%)
Tap cell                           54                    5.49
Timing Repair Buffer               23                    18.3
Inverter                            7                    2.13
Multi-Input combinational cell     73                    37.8
Sequential cell                    16                    32.6
Clock buffer                        4                    3.66
==> power by group <==
group	switching (uW)	total [uW]	internal [uW]
sequential	75.9	412	336
clock	88.9	211	122
combinational	85.4	201	115
total	250	825	574
==> cell families (layout without fill, tap and decap cells) <==
family                     after synthesis  in the layout
adders and majority gates                2              2
xor gates and xnor gates                 3              3
other                                    1              1
DFF                                     16             16
buffers and inverters                   12             34
and+or+nand+nor                         48             48
muxes                                    1              1
AOI/OAI and AO/OA                       18             18
==> path summary, 6_finish.rpt <==
path | endpoint | start | slack, ns
worst min register to register | finish_r | finish_r | 0.50
min in group asynchronous | count_r[5] | i_rst_n | 0.53
worst max register to register | count_r[10] | state_r[0] | 0.56
worst max-delay path | o_LCD_data[3] | i_LCD_data[3] | 0.33
max in group asynchronous | state_r[0] | i_rst_n | 1.52
worst min-delay path | finish_r | finish_r | 0.50
Power figures rest on the tool's default switching activity, not on a simulated workload.
