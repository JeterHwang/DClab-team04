## /design/flow/design.v

```verilog
module AudRecorder(
    input   i_rst_n,
    input   i_clk,
    input   i_lrc,
    input   i_start,
    input   i_pause,
    input   i_stop,
    input   i_data,
    output  [19:0] o_address,
    output  [15:0] o_data,
    output  o_finish
);
parameter S_IDLE 		= 4'd0;
parameter S_WAIT 		= 4'd1;
parameter S_REC 		= 4'd2;
parameter S_PAUSE 	= 4'd3;
parameter S_FINISH 	= 4'd4;
logic [3:0] state_r, state_w;
logic [19:0] address_r, address_w;
logic [15:0] data_r, data_w;
logic [4:0] counter_r, counter_w;
logic cycle_w, cycle_r;
logic pause_w, pause_r;
logic finish_r, finish_w;
assign o_address    = address_r;
assign o_data       = data_r;
assign o_finish     = finish_r;
always_comb begin
    state_w             = state_r;
    address_w           = address_r;
    data_w              = data_r;
    counter_w           = counter_r;
    finish_w            = finish_r;
    cycle_w             = cycle_r;
	 if(i_start) pause_w = ~pause_r;
	 else pause_w = pause_r;
	 case (state_r) 
        S_IDLE: begin
            if(i_start) begin    
                state_w = S_WAIT;
                data_w = 16'd0;
                counter_w = 0;
                finish_w  = 0;
                address_w = 0;
					 pause_w   = 0;
            end
        end
        S_WAIT: begin
            if(i_stop) begin
                finish_w = 1;
                state_w = S_FINISH;
            end
				else if(i_lrc) begin
					counter_w = 0;
					cycle_w = 0;
				end
				else if(!i_lrc && pause_r == 0 && cycle_r == 0) begin
					data_w[15-counter_r] = i_data;
					counter_w = counter_r+1;
					state_w = S_REC;
				end
        end
        S_REC: begin
				if(address_r == 20'd1024000 || i_stop) begin
                state_w = S_FINISH;
                counter_w = counter_r;
                data_w = data_r;
                finish_w = 1;
            end 
				else begin
                if(counter_r == 16) begin
                    address_w = address_r+1;
                    counter_w = counter_r;
                    cycle_w = 1;
                    state_w = S_WAIT;
                end
                else begin
                    data_w[15-counter_r] = i_data;
                    counter_w = counter_r+1;
                end
            end
        end
        S_FINISH: begin
            state_w = S_IDLE;
        end
    endcase
end
always_ff @(negedge i_clk or negedge i_rst_n) begin
    if (!i_rst_n) begin
        state_r             <= S_IDLE;
        address_r           <= 0;
        data_r              <= 0;
        counter_r           <= 0;
        finish_r            <= 0;
        pause_r             <= 1;
        cycle_r             <= 0;
    end
    else begin
        state_r             <= state_w;
        address_r           <= address_w;
        data_r              <= data_w;
        counter_r           <= counter_w;
        finish_r            <= finish_w;
        pause_r             <= pause_w;
        cycle_r             <= cycle_w;
    end
end
endmodule
```

## /design/flow/run.sh

```bash
#!/bin/bash
# OpenROAD 26Q1-2900-gdf79404cd8, Yosys 0.63+post, stock flow scripts
make -C /OpenROAD-flow-scripts/flow DESIGN_CONFIG=/design/flow/config.mk WORK_HOME=/design/flow/orfs finish
```

## /design/flow/config.mk

```make
export PLATFORM = sky130hd
export DESIGN_NAME = AudRecorder
export DESIGN_NICKNAME = AudRecorder
export VERILOG_FILES = /design/flow/design.v
export SDC_FILE = /design/flow/constraint.sdc
export NUM_CORES = 4
export LEC_CHECK = 1
export CORE_UTILIZATION = 40
```

## /design/flow/constraint.sdc

```tcl
current_design AudRecorder

set clk_period 3.9
set clk_io_pct 0.2

create_clock -name clk0 -period $clk_period [get_ports {i_clk}]

set non_clock_inputs [all_inputs -no_clocks]
set_input_delay [expr $clk_period * $clk_io_pct] -clock clk0 $non_clock_inputs
set_output_delay [expr $clk_period * $clk_io_pct] -clock clk0 [all_outputs]
```

==> notes.md <==
Notes on the flow run.

- The final tally of setup violations is 16, for reference.
- The design draws 0.9557 mW.
- Traced cell by cell, the critical path runs through buf_6, or3_4, buf_6, o22ai_2, nand4_1, or2_4, o21ai_2, o41ai_2.
- The insertion delay to the later sink of the worst-skew pair is 0.36 ns, for reference.
- The number of antenna violations at the first check in global routing came to 0.
- The width of the die is 87.06 µm, for reference.
- The synthesis run shows multiplexers occupying 0.7350% of the cell area.
- The floorplan step defined a die boundary enclosing 7579 µm².
- The number of ports placed on the die boundary is 44, for reference.
- The first detailed-routing pass ran for 4 iterations.
- The power report attributes to the combinational group a share of 5.4%.
- In the hold timing report, the worst path depth is 2.
- The worst setup path is captured at a flip-flop.
- The buffer_ports step reported a buffer count of 42.
- The number of distinct library cells after synthesis is 50, for reference.
- The tree is rooted in a sky130_fd_sc_hd__clkbuf_8.
- TritonCTS built the clock tree.
- The clock network burns 40.8% of the power.
- The number of max-slew violations in the final report is 0, for reference.
- The final hold slack is 0.4436 ns, for reference.
- The XOR/XNOR share of the synthesized area is 4.237%, for reference.
- The library cell with the largest summed area after synthesis is sky130_fd_sc_hd__dfrtn_1, for reference.
- Headroom to the max-slew limit came out at 54.14%.
- The required time at the worst endpoint is listed as 2.08 ns.
- The vertical die dimension reported for this design is 87.06 µm.
- The slowest library cell on the worst path is sky130_fd_sc_hd__or3_4, for reference.
- The final core utilization is 60.20%, for reference.
- Net switching is 21.62% of the power.
- The synthesis report names the predominant flop master as sky130_fd_sc_hd__dfrtn_1.
- The script computed a power per unit cell area of 229.9 nW/µm².
- The clock tree skew after final layout is 0.05865 ns, for reference.
- The initial core utilization is 41.90%, for reference.
- For flop-to-flop paths, the worst setup slack is 0.62 ns.
- By instance count, the cell type seen most on the critical path is sky130_fd_sc_hd__buf_6.
- The buffer depth of the longest clock path is 2, for reference.
- The max-cap check violation count is 0, for reference.
- The post-route netlist has 25.75% of its cells at a drive strength greater than 1.
- The fraction of the mapped netlist area in simple logic gates is 27.32%, for reference.
- The top fanout value on the critical path is 8, for reference.
- The aggregate global routing overflow is 0, for reference.
- The number of flops mapped to enable cells by yosys is 0, for reference.
- The largest net degree at the start of global routing is 40, for reference.
- The category of the critical setup timing path is in2reg, for reference.
- The cell count after synthesis is 334, for reference.
- The internal power is 0.7491 mW, for reference.
- For reference, compound AND-OR and OR-AND cells occupy 16.82% of the area reported after synthesis.
- Per the OpenROAD power report, leakage power amounts to 2.064 nW.
- The routed design shows a wire length per standard cell of 13.76 µm.
- The dominant non-sequential cell family after synthesis is simple AND/OR/NAND/NOR gates, for reference.
- In this run the remaining antenna-violating nets after routing total 0.
- The actual transition at the worst max-transition pin is 0.6837 ns, for reference.
- Detailed placement reports a standard cell area of 3636 µm².
- The number of hold violations in the final report is 0, for reference.
- The post-route DRC violation count is 0, for reference.
- The class of the worst hold path is reg2reg, for reference.
- The area fraction of the dominant cell type after synthesis is 39.78%, for reference.
- The final route contains 2805 vias.
- The stat command in Yosys gives a chip area of 2894 µm².
- With fillers left out, the area of the finished cells amounts to 4158 µm².
- The register share after synthesis is 41.59%, for reference.
- The net switching power in the latest report is 0.2066 mW.
- In this run, flip-flops and latches consume 53.8% of the power.
- The most popular library cell in the synthesized design by count is sky130_fd_sc_hd__dfrtn_1, for reference.
- The setup TNS after final layout is -1.790 ns, for reference.
- Hold analysis lists the worst path endpoint as data_r[13]$_DFFE_NN0P_.
- In this run the standard cell core region covers 6907 µm².
- The synthesis report lists the most area-consuming cells as sky130_fd_sc_hd__dfrtn_1, sky130_fd_sc_hd__o21ai_0, sky130_fd_sc_hd__nand2_1, sky130_fd_sc_hd__ha_1, sky130_fd_sc_hd__nor2_1.
- The repair_antennas step left the layout with diodes totalling 0.
- The tally of filler cells in the layout is 609, for reference.
- The worst setup path is launched from a primary input.
- The CTS buffer count is 5, for reference.
- The startpoint of the lowest-slack hold path is data_r[13]$_DFFE_NN0P_, for reference.
- Among all stages on the critical path, the maximum delay recorded is 0.37 ns.
- The routed design shows a via density per instance of 5.282.
- Across every metal layer, demand over resource in global routing totals 21.16%.
- In this run the critical register-to-register path is captured at data_r[0]$_DFFE_NN0P_.
- The data arrival time at the worst-slack endpoint is 2.25 ns, for reference.
- Counting instances in the post-synthesis netlist gives the leading cell types as sky130_fd_sc_hd__dfrtn_1, sky130_fd_sc_hd__nand2_1, sky130_fd_sc_hd__o21ai_0, sky130_fd_sc_hd__nor2_1, sky130_fd_sc_hd__inv_1.
- The cell area after synthesis is 2894 µm², for reference.
- The critical path in the final layout is reported with a setup slack of -0.1654 ns.
- From synthesis to final layout, the design area changed by 43.67%.
- The floorplan has 30 rows.
- Detailed-route iteration 0 reported a violation count of 195.
- The HPWL after detailed placement is 5.118 mm.
- In this run the VDD rail shows a maximum IR drop of 0.0002249 V.
- The first global-routing pass estimated 12.32 mm of wire.
- The clock sink count is 48, for reference.
- The final layout contains routed wiring with a total length of 7.307 mm.
- The worst register-to-register path has a depth of 12.
- The CTS H-tree depth is 2, for reference.
- The checks that failed: setup timing.
- The clock transition at the registers of the reported paths is 0.06 ns, for reference.
- Each instance of the synthesized netlist takes up on average 8.665 µm².
- The flow ran to the end, but the final reports show violations.
- The synthesized netlist devotes 4.756% of its cell area to adder and majority cells.
- The final weighted congestion recorded by global placement is 0.8497.
- The OpenROAD warning count is 34, for reference.
- The launching point of the worst reg2reg path is counter_r[0]$_DFFE_NN0P_, for reference.
- The post-synthesis async set-or-reset flop share is 100.0%, for reference.
- The flip-flop and latch count after synthesis is 48, for reference.
- The synth_stat.txt file lists the number of cells as 334.
- The count of synthesis-stage warnings from yosys is 1, for reference.
- The via count of the first global-routing pass is 2538, for reference.
- Setup repair after global routing could not meet its margin everywhere.
-- critical path: cells and delay by family --
kind	cells	cell delay, ns
AND-OR/OR-AND	3	0.34
buffers and inverters	2	0.22
AND/OR/NAND/NOR	3	0.90
-- logic make-up (layout without fill, tap and decap cells) --
logic type                 after synthesis  after routing
and+or+nand+nor                        148            149
AOI/OAI and AO/OA                       77             77
DFF                                     48             48
buffers and inverters                   34            134
xor gates and xnor gates                14             14
adders and majority gates               11             11
muxes                                    2              2
-- per-layer routing --
metal  track usage (%)  part of all wire [%]  up-vias
li1                  -                     -     1405
met2             29.56                    42       56
met5                 0                     0        -
met4             1.970                  0.78        0
met1             36.89                    52     1339
met3             2.981                   4.7        5
-- how the worst max path moves through the flow --
stage | from | endpoint | slack (ns) | depth (start not counted)
4_1_cts | i_lrc | data_r[15]$_DFFE_NN0P_ | -0.17 | 8
6_report | i_lrc | data_r[15]$_DFFE_NN0P_ | -0.17 | 8
5_1_grt | i_lrc | data_r[15]$_DFFE_NN0P_ | -0.23 | 8
-- cell usage in the layout (no fill, tap or decap), types with 9 or more instances in the layout --
| master | instances |
|---|---|
| sky130_fd_sc_hd__nand2_1 | 36 |
| sky130_fd_sc_hd__buf_4 | 53 |
| sky130_fd_sc_hd__nand3_1 | 20 |
| sky130_fd_sc_hd__xnor2_1 | 12 |
| sky130_fd_sc_hd__ha_1 | 11 |
| sky130_fd_sc_hd__a21oi_1 | 17 |
| sky130_fd_sc_hd__inv_1 | 24 |
| sky130_fd_sc_hd__dlygate4sd2_1 | 32 |
| sky130_fd_sc_hd__o21ai_1 | 9 |
| sky130_fd_sc_hd__dfrtn_1 | 46 |
| sky130_fd_sc_hd__nor2_1 | 30 |
| sky130_fd_sc_hd__o21ai_0 | 14 |
-- flip-flops by register name (all words and copies together), names as in the netlist --
signal	count
state_r	4
address_r	20
data_r	16
pause_r	1
finish_r	1
cycle_r	1
counter_r	5
-- timing repair --
action,CTS,global route
resized,68,25
setup endpoints to repair,78,36
setup buffers,33,2
gates cloned,1,1
hold buffers,0,0
pin swaps,24,16
-- per-stage QoR --
step / setup WS [ns] / std cells
floorplan: -0.4102 / 334
global placement: -0.7792 / 485
detailed placement: -0.8213 / 485
CTS: -0.1699 / 528
global route: -0.2348 / 531
finish: -0.1654 / 531
-- layout make-up --
class / instances / area (µm²) / share of cell area [%]
Timing Repair Buffer: 102 / 885.9 / 21.31
Tap cell: 96 / 120.1 / 2.889
Inverter: 22 / 82.58 / 1.986
Clock buffer: 6 / 82.58 / 1.986
Multi-Input combinational cell: 253 / 1737 / 41.77
Clock inverter: 4 / 46.29 / 1.113
Sequential cell: 48 / 1204 / 28.95
-- power by group through the flow --
stage | combinational [mW] | sequential [mW] | clock (mW)
CTS | 0.0530 | 0.514 | 0.409
global route | 0.0591 | 0.516 | 0.425
finish | 0.0520 | 0.514 | 0.390
Power figures rest on the tool's default switching activity, not on a simulated workload.
